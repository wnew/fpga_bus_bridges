`run.sh`:
```
#!/bin/bash
# OpenROAD 26Q1-2900-gdf79404cd8, Yosys 0.63+post, stock flow scripts
make -C /OpenROAD-flow-scripts/flow DESIGN_CONFIG=/design/flow/config.mk WORK_HOME=/design/flow/orfs finish
```
`config.mk`:
```
export PLATFORM = sky130hd
export DESIGN_NAME = epb32_opb_bridge
export DESIGN_NICKNAME = epb32_opb_bridge
export VERILOG_FILES = /design/flow/design.v
export SDC_FILE = /design/flow/constraint.sdc
export NUM_CORES = 4
export LEC_CHECK = 1
export CORE_UTILIZATION = 50
```
`constraint.sdc`:
```
current_design epb32_opb_bridge

set clk_period 1.3
set clk_io_pct 0.2

create_clock -name clk0 -period $clk_period [get_ports {epb_clk}]
create_clock -name clk1 -period $clk_period [get_ports {opb_clk}]

set non_clock_inputs [all_inputs -no_clocks]
set_input_delay [expr $clk_period * $clk_io_pct] -clock clk0 $non_clock_inputs
set_output_delay [expr $clk_period * $clk_io_pct] -clock clk0 [all_outputs]
```
`design.v`:
```
`timescale 1ns/10ps
module epb32_opb_bridge(
    input         opb_clk,
    input         opb_rst,
    output        m_request,
    output        m_buslock,
    output        m_select,
    output        m_seqaddr,
    output        m_rnw,
    output  [3:0] m_be,
    output [31:0] m_abus,
    output [31:0] m_dbus,
    input  [31:0] opb_dbus,
    input         opb_xferack,
    input         opb_errack,
    input         opb_mgrant,
    input         opb_retry,
    input         opb_timeout,
    input         epb_clk,
    input         epb_cs_n,
    input         epb_oe_n,
    input         epb_r_w_n,
    input   [3:0] epb_be_n,
    input  [5:29] epb_addr,
    input  [0:31] epb_data_i,
    output [0:31] epb_data_o,
    output        epb_data_oe_n,
    output        epb_rdy,
    output        epb_doe_n
  );
  assign m_seqaddr = 1'b0;
  assign m_buslock = 1'b1;
  assign m_request = 1'b1;
  reg cmnd_got, cmnd_ack;
  reg resp_got, resp_ack;
  wire cmnd_got_unstable, cmnd_ack_unstable;
  wire resp_got_unstable, resp_ack_unstable;
  reg cmnd_got_reg;
  reg prev_cs_n; 
  wire epb_trans = (prev_cs_n != epb_cs_n && !epb_cs_n);
  assign cmnd_got_unstable = epb_trans | cmnd_got_reg; 
  always @(posedge epb_clk) begin
    prev_cs_n <= epb_cs_n;
    if (opb_rst) begin
      cmnd_got_reg <= 1'b0;
    end else begin
      if (epb_trans) begin
        cmnd_got_reg <= 1'b1;      
      end
      if (!epb_trans) begin
        cmnd_got_reg <= 1'b0;
      end
    end
  end
  reg resp_ack_reg;
  assign resp_ack_unstable = resp_ack_reg | resp_got;
  reg epb_rdy_int;
  assign epb_rdy = cmnd_got_unstable ? 1'b0 : epb_rdy_int;
  reg epb_data_oen_reg;
  assign epb_data_oe_n = epb_data_oen_reg ? epb_oe_n : 1'b1;
  assign epb_doe_n = epb_data_oe_n;
  always @(posedge epb_clk) begin
    epb_rdy_int <= 1'b0;  
    if (opb_rst) begin
      resp_ack_reg <= 1'b0;
      epb_data_oen_reg <= 1'b0;
    end else begin
      if (cmnd_got_unstable) begin
        epb_rdy_int <= 1'b0;
        epb_data_oen_reg <= 1'b1;
      end
      if (resp_got) begin
        if (~resp_ack_reg) begin
          epb_rdy_int <= 1'b1;
        end
        resp_ack_reg <= 1'b1;
        epb_data_oen_reg <= 1'b0;
      end else begin
        resp_ack_reg <= 1'b0;
      end
    end
  end
  reg [31:0] opb_dbus_reg;
  assign epb_data_o = opb_dbus_reg;
  reg  [3:0] epb_be_n_reg;
  reg [24:0] epb_addr_reg;
  reg [31:0] epb_data_i_reg;
  reg        epb_r_w_n_reg;
  always @(posedge opb_clk) begin
    epb_be_n_reg   <= epb_be_n;
    epb_addr_reg   <= epb_addr;
    epb_data_i_reg <= epb_data_i;
    epb_r_w_n_reg  <= epb_r_w_n;
  end
  assign m_dbus   = m_rnw ? 32'b0 : epb_data_i_reg;
  wire [24:0] epb_addr_fixed = epb_addr_reg;
  assign m_abus   = {epb_addr_fixed, 2'b0};
  assign m_be       = ~epb_be_n_reg;
  assign m_rnw      = epb_r_w_n_reg;
  reg m_select_reg;
  assign m_select = m_select_reg;
  reg cmnd_ack_reg;
  assign cmnd_ack_unstable = cmnd_ack_reg | cmnd_got;
  wire opb_reply;
  always @(posedge opb_clk) begin
    if (opb_rst) begin
      m_select_reg <= 1'b0;
      cmnd_ack_reg <= 1'b0;
    end else begin
      if (cmnd_got) begin
        m_select_reg <= 1'b1;
        cmnd_ack_reg <= 1'b1;
      end else begin
        cmnd_ack_reg <= 1'b0;
      end
      if (opb_reply)
        m_select_reg <= 1'b0;
    end
  end
  wire internal_timeout;
  reg resp_got_reg;
  assign resp_got_unstable = opb_xferack | resp_got_reg;
  assign opb_reply = opb_xferack || opb_errack || opb_timeout || opb_retry || internal_timeout;
  always @(posedge opb_clk) begin
    if (opb_rst) begin
      resp_got_reg <= 1'b0;
      opb_dbus_reg <= 32'b0;
    end else begin
      if (opb_reply) begin
        resp_got_reg <= 1'b1;
        opb_dbus_reg <= opb_dbus;
      end
      if (resp_ack) begin
        resp_got_reg <= 1'b0;
      end
    end
  end
  localparam bus_timeout = 1000;
  reg [9:0] timeout_counter;
  reg internal_timeout_reg;
  assign internal_timeout = internal_timeout_reg;
  always @(posedge opb_clk) begin
    internal_timeout_reg <= 1'b0;
    timeout_counter <= timeout_counter + 10'b1;
    if (opb_rst) begin
      timeout_counter <= 10'b0;
    end else begin
      if (!m_select_reg)
        timeout_counter <= 10'b0;
      if (timeout_counter >= bus_timeout  && m_select_reg)
        internal_timeout_reg <= 1'b1;
    end
  end
  reg resp_got_retimed;
  always @(posedge epb_clk) begin
    resp_got_retimed <= resp_got_unstable;
    resp_got         <= resp_got_retimed;
  end
  reg resp_ack_retimed;
  always @(posedge opb_clk) begin
    resp_ack_retimed <= resp_ack_unstable;
    resp_ack         <= resp_ack_retimed;
  end
  reg cmnd_got_retimed;
  always @(posedge opb_clk) begin
    cmnd_got_retimed <= cmnd_got_unstable;
    cmnd_got         <= cmnd_got_retimed;
  end
  reg cmnd_ack_retimed;
  always @(posedge epb_clk) begin
    cmnd_ack_retimed <= cmnd_ack_unstable;
    cmnd_ack         <= cmnd_ack_retimed;
  end
endmodule
```
==> results.txt <==
Implementation numbers.

- The HPWL after detailed placement is ~7600 um.
- The count of cell types in the netlist reads 28.
- Per the repair_timing log after CTS, setup buffers inserted total 24.
- The count of pins on the block boundary reads 212.
- The Yosys warning count is 1.
- The post-synthesis sequential element count reads 118.
- The run stopped with a tool error.
- The fraction of registers with async set/reset reads 0%.
- The stage where the run ended is clock tree synthesis (4_1_cts).
- The horizontal die size reads between 80 and 90 um.
- The placer's final routability congestion estimate is 0.835.
- The tool reported: "[ERROR DPL-0036] Detailed placement failed".
- The post-cts hold-fix buffer tally reads 0.
- In this run the cell area of the synthesized design comes to 3620 um2.
- The post-cts repair resize count is 293.
- Post-synth the commonest register cell is dfxtp_1.
- The clock net in this run drives a total of 118 sinks.
- The count of instantiated cells in the yosys netlist reads 343.
- The synthesized area per cell reads ~11 um2.
- The worst slack after detailed placement reads -0.502 ns.
- The die is 87.1 um tall.
- The standard-cell row count reads 30.
- The count of buffers added on input and output ports is 199.
- The number of instances in the synthesized netlist reads about 340.
- The cell count after placement is 639.
- The fraction of the core area occupied by cells at floorplan is 52.4%.
- The number of enable flip-flop cells reads 0.
- Sequential cells were found to cover 65.3% of the synthesized design area.
- The synthesized chip area reported by yosys is around 3600 um2.
[synth_stat cells (2+ instances only)]
master / instances / area (um2)
inv_1: 9 / 33.8
a21oi_1: 36 / 180
nand3_1: 36 / 180
ha_1: 2 / 25.0
o21ai_0: 7 / 35.0
xor2_1: 2 / 17.5
dfxtp_1: 118 / 2360
o21ai_1: 28 / 140
nor3_1: 4 / 20.0
or4_1: 3 / 22.5
nor2_1: 8 / 30.0
nor2b_1: 35 / 219
buf_6: 3 / 33.8
buf_4: 11 / 82.6
nand2b_1: 4 / 25.0
buf_2: 4 / 20.0
conb_1: 2 / 7.51
nand2_1: 2 / 7.51
nand4_1: 2 / 12.5
clkbuf_1: 14 / 52.6
or3_1: 2 / 12.5
o31ai_1: 2 / 15.0
or2_2: 2 / 12.5
o21a_1: 3 / 22.5
[kinds of logic after synthesis]
family / count (synthesis) / synth area share, %
DFF: 118 / 65.3
and+or+nand+nor: 101 / 16.1
AOI/OAI and AO/OA: 76 / 10.9
buffers and inverters: 41 / 6.15
xor gates and xnor gates: 3 / 0.726
adders and majority gates: 2 / 0.691
other: 2 / 0.208
[metrics by stage]
stage               utilization, %  cell area, um2
floorplan                        -            3660
global placement              84.5            5840
detailed placement            84.5            5840
