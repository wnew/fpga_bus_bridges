==> flow/design.v <==
`timescale 1ns/10ps
module epb_wb_bridge #(
      parameter WB_DATA_WIDTH = 32,   
      parameter WB_ADDR_WIDTH = 32    
   ) (
      input                      wb_clk_i,
      input                      wb_rst_i,
      output                     wbm_cyc_o,
      output                     wbm_stb_o,
      output                     wbm_we_o,
      output               [3:0] wbm_sel_o,
      output [WB_ADDR_WIDTH-1:0] wbm_adr_o,
      output [WB_DATA_WIDTH-1:0] wbm_dat_o,
      input  [WB_DATA_WIDTH-1:0] wbm_dat_i,
      input                      wbm_ack_i,
      input                      wbm_err_i,
      input                      wbm_int_i,
      input         epb_clk,
      input         epb_cs_n,
      input         epb_oe_n,
      input         epb_r_w_n,
      input   [3:0] epb_be_n,
      input  [5:29] epb_addr,
      input  [0:31] epb_data_i,
      output [0:31] epb_data_o,
      output        epb_data_oe_n,
      output        epb_rdy,
      output        epb_doen
  );
  reg cmnd_got, cmnd_ack;
  reg resp_got, resp_ack;
  wire cmnd_got_unstable, cmnd_ack_unstable;
  wire resp_got_unstable, resp_ack_unstable;
  reg cmnd_got_reg;
  reg prev_cs_n; 
  wire epb_trans = (prev_cs_n != epb_cs_n && !epb_cs_n);
  assign cmnd_got_unstable = epb_trans | cmnd_got_reg; 
  always @(posedge epb_clk) begin
    prev_cs_n <= epb_cs_n;
    if (wb_rst_i) begin
      cmnd_got_reg <= 1'b0;
    end else begin
      if (epb_trans) begin
        cmnd_got_reg <= 1'b1;
      end
      if (cmnd_ack) begin
        cmnd_got_reg <= 1'b0;
      end
    end
  end
  reg resp_ack_reg;
  assign resp_ack_unstable = resp_ack_reg | resp_got;
  reg epb_rdy_int;
  assign epb_rdy = cmnd_got_unstable ? 1'b0 : epb_rdy_int;
  reg epb_data_oen_reg;
  assign epb_data_oe_n = epb_data_oen_reg ? epb_oe_n : 1'b1;
  assign epb_doen = epb_data_oe_n;
  always @(posedge epb_clk) begin
    epb_rdy_int <= 1'b0;  
    if (wb_rst_i) begin
      resp_ack_reg <= 1'b0;
      epb_data_oen_reg <= 1'b0;
    end else begin
      if (cmnd_got_unstable) begin
        epb_rdy_int <= 1'b0;
        epb_data_oen_reg <= 1'b1;
      end
      if (resp_got) begin
        if (~resp_ack_reg) begin
          epb_rdy_int <= 1'b1;
        end
        resp_ack_reg <= 1'b1;
        epb_data_oen_reg <= 1'b0;
      end else begin
        resp_ack_reg <= 1'b0;
      end
    end
  end
  reg [31:0] wbm_dat_i_reg;
  assign epb_data_o = wbm_dat_i_reg;
  assign wbm_dat_o  = epb_data_i;
  assign wbm_adr_o   = epb_addr;
  assign wbm_sel_o   = ~epb_be_n;
  assign wbm_we_o    = ~epb_r_w_n;
  reg wbm_cyc_o;
  assign wbm_stb_o = wbm_cyc_o;
  reg cmnd_ack_reg;
  assign cmnd_ack_unstable = cmnd_ack_reg | cmnd_got;
  always @(posedge wb_clk_i) begin
    wbm_cyc_o <= 1'b0;
    if (wb_rst_i) begin
      cmnd_ack_reg <= 1'b0;
    end else begin
      if (cmnd_got) begin
        if (~cmnd_ack_reg) begin  
          wbm_cyc_o <= 1'b1;
        end
        cmnd_ack_reg <= 1'b1;
      end else begin
        cmnd_ack_reg <= 1'b0;
      end
    end
  end
  reg resp_got_reg;
  assign resp_got_unstable = wbm_ack_i | resp_got_reg;
  always @(posedge wb_clk_i) begin
    if (wb_rst_i) begin
      resp_got_reg <= 1'b0;
      wbm_dat_i_reg <= 32'b0;
    end else begin
      if (wbm_ack_i || wbm_err_i) begin
        resp_got_reg <= 1'b1;
        wbm_dat_i_reg <= wbm_dat_i;
      end
      if (resp_ack) begin
        resp_got_reg <= 1'b0;
      end
    end
  end
  reg resp_got_retimed;
  always @(posedge epb_clk) begin
    resp_got_retimed <= resp_got_unstable;
    resp_got         <= resp_got_retimed;
  end
  reg resp_ack_retimed;
  always @(posedge wb_clk_i) begin
    resp_ack_retimed <= resp_ack_unstable;
    resp_ack         <= resp_ack_retimed;
  end
  reg cmnd_got_retimed;
  always @(posedge wb_clk_i) begin
    cmnd_got_retimed <= cmnd_got_unstable;
    cmnd_got         <= cmnd_got_retimed;
  end
  reg cmnd_ack_retimed;
  always @(posedge epb_clk) begin
    cmnd_ack_retimed <= cmnd_ack_unstable;
    cmnd_ack         <= cmnd_ack_retimed;
  end
endmodule
==> flow/run.sh <==
#!/bin/bash
# OpenROAD 26Q1-2900-gdf79404cd8, Yosys 0.63+post, stock flow scripts
make -C /OpenROAD-flow-scripts/flow DESIGN_CONFIG=/design/flow/config.mk WORK_HOME=/design/flow/orfs finish
==> flow/config.mk <==
export PLATFORM = sky130hd
export DESIGN_NAME = epb_wb_bridge
export DESIGN_NICKNAME = epb_wb_bridge
export VERILOG_FILES = /design/flow/design.v
export SDC_FILE = /design/flow/constraint.sdc
export NUM_CORES = 4
export LEC_CHECK = 1
export CORE_AREA = 10 10 123 123
export DIE_AREA = 0 0 133 133
==> flow/constraint.sdc <==
current_design epb_wb_bridge

set clk_period 1.0
set clk_io_pct 0.2

create_clock -name clk0 -period $clk_period [get_ports {epb_clk}]
create_clock -name clk1 -period $clk_period [get_ports {wb_clk_i}]

set non_clock_inputs [all_inputs -no_clocks]
set_input_delay [expr $clk_period * $clk_io_pct] -clock clk0 $non_clock_inputs
set_output_delay [expr $clk_period * $clk_io_pct] -clock clk0 [all_outputs]
==> results_slide.txt <==
Flow Results at a Glance

Min path
  – Origin of the worst min-delay path: epb_cs_n
  – Hold/Removal Path Class: in2reg

STA
  – Setup repair after global routing missed its margin: true
  – Final-report hold violation count: 0
  – Max Clock Skew: 0.00136 ns
  – Finish-stage setup viols: 1
  – Worst setup slack after layout: -0.0746 ns
  – Fin. max-slew vios: 0

Place
  – HPWL Detailed: 4.01 mm
  – Count of port buffers added during placement: 84
  – Placed cell count: 437
  – Final estimated routing congestion in global placement: 0.715

Run status
  – Outcome: complete, but fails checks
  – Failing checks: setup timing

Floorplan
  – Starting Density: 18.2%
  – Die Height: 133 µm
  – Number of rows in the core area: 41
  – Chip footprint: 17700 µm²
  – Top-level port count: 208
  – Core area: 12600 µm²
  – Chip width: 133 µm

Routing
  – Number of vias in the routed layout: 1702
  – First drt pass iteration count: 4
  – 1st-iter DRT viols: 30
  – Number of remaining DRC errors: 0
  – Remaining antenna violation count: 0
  – Number of antenna cells inserted: 0
  – Vias per inst: 3.78
  – Average detailed-routed wire length per instance: 12.6 µm
  – Sum of routed wire length over all layers: 5.67 mm

Synthesis
  – Aoi/oai-family share of the synthesized area: 14.6%
  – FF+latch count, synth: 48
  – Synthesis Warnings: 1
  – Synth Area per Inst: 9.13 µm²
  – Top logic cell family in the synthesized netlist: buffers and inverters
  – Sequential fraction of the synthesis area: 41.9%
  – Mux cell area share after synthesis: 0%
  – Post-synthesis cell type count: 20
  – Arithmetic-cell share of the synthesized area counting full adders, half adders and majority gates: 0%
  – Share of the synthesized area in the top cell type: 41.9%
  – Largest area contributor in the synthesized netlist: sky130_fd_sc_hd__dfxtp_1
  – Leading cell types by total area after synthesis: sky130_fd_sc_hd__dfxtp_1 (42%), sky130_fd_sc_hd__buf_4 (22%), sky130_fd_sc_hd__or3b_1 (12%)
  – Area of the mapped netlist: 2290 µm²
  – Post-Synth Simple-Gate Area: 15.7%
  – Cell count in the Yosys report: 251
  – Synthesized instance count: 251
  – Area figure in the yosys stat output: 2290 µm²
  – XOR/XNOR share of the synthesized area: 0%

Final layout
  – Share of final-layout standard cells stronger than drive strength 1: 35.3%
  – Max reg flops: 32
  – Relative area change from synthesis to final layout: 28.6%
  – Fill cell count: 1385
  – Fin util: 23.5%
  – Fin cells: 450
  – Sequential cell area in the final layout: 1010 µm²
  – Comb area: 742 µm²

Worst setup path
  – Maximum fanout along the worst path: 2
  – Classification of the worst setup path: reg2out
  – Element type at the critical path end: primary output
  – Launching instance or port of the critical path: cmnd_got_reg
  – FF-to-FF Start: cmnd_got_reg
  – Startpoint kind of the worst setup timing path: register
  – Arr. time, crit path: 0.87 ns
  – Crit path required time: 0.80 ns

Global route
  – Number of global-route vias before repair: 1682
  – First-pass GRT wire length: 9.15 mm
  – Total gr overflow: 0
  – Initial antenna violation count: 0
  – Global-route usage over all layers: 6.26%
  – Maximum number of pins on one net before global-route repair: 66

Flow run
  – Max_cap viols: 0
  – Number of logged tool warnings: 29

Clocking
  – Clock tree from TritonCTS: built
  – Clk slew on worst S/H paths: 0.04 ns
  – Clk sinks: 48

Power
  – Leakage Power: 1.17 nW
  – Power density over the cells: 1650 nW/µm²
  – Peak supply drop: 0.00167 V
[cell usage in the layout, fill, tap and decap left out, types with 2 or more instances in the layout]
cell type,n
sky130_fd_sc_hd__nor2b_1,4
sky130_fd_sc_hd__clkdlybuf4s15_1,2
sky130_fd_sc_hd__nor3_1,2
sky130_fd_sc_hd__inv_1,5
sky130_fd_sc_hd__clkbuf_1,3
sky130_fd_sc_hd__buf_4,6
sky130_fd_sc_hd__clkbuf_2,18
sky130_fd_sc_hd__or3b_1,32
sky130_fd_sc_hd__a211oi_1,2
sky130_fd_sc_hd__or2_2,3
sky130_fd_sc_hd__clkbuf_16,8
sky130_fd_sc_hd__dfxtp_1,12
sky130_fd_sc_hd__conb_1,7
sky130_fd_sc_hd__dlygate4sd2_1,12
sky130_fd_sc_hd__nand2b_4,2
sky130_fd_sc_hd__a21oi_1,32
sky130_fd_sc_hd__buf_12,3
sky130_fd_sc_hd__o21ai_0,31
sky130_fd_sc_hd__dfxtp_2,36
sky130_fd_sc_hd__clkdlybuf4s50_1,33
sky130_fd_sc_hd__buf_2,19
[synthesized netlist by cell type (all sizes together)]
cell	count
inv	6
or2	3
dfxtp	48
nor2b	4
a211oi	2
nand2	1
buf	75
nand2b	2
nor3	2
conb	1
and3	1
clkbuf	9
or3b	32
a21oi	32
nor2	1
o21ai	32
[per-layer routing]
metal  vias to the layer above  track usage (%)  part of all wire [%]
li1                        827                -                     -
met1                       767             7.92                    46
met2                        91             9.16                    41
met3                        17             3.31                   9.9
met4                         0             1.65                   2.6
met5                         -                0                     0
[critical path: stages, from the launching register on]
cell	delay, ns
sky130_fd_sc_hd__dfxtp_2	0.34
sky130_fd_sc_hd__inv_2	0.04
sky130_fd_sc_hd__and3_4	0.16
sky130_fd_sc_hd__buf_2	0.10
[kinds of logic (layout without fill, tap and decap cells)]
group,Yosys count,in the layout
flip-flops,48,48
buffers and inverters,90,111
other,1,7
AND/OR/NAND/NOR,46,46
AND-OR/OR-AND,66,66
[cell type report]
class,count,area share [%]
Clock inverter,1,0.170
Inverter,6,0.764
Tap cell,172,7.30
Clock buffer,11,7.17
Sequential cell,48,34.1
Timing Repair Buffer,93,25.3
Multi-Input combinational cell,119,25.2
[through the flow]
stage          TNS (ns)  area, µm²  setup WS, ns  hold slack, ns  total power, W
3_5_place_dp      -7.99       2850        -0.615           0.314         0.00275
6_report        -0.0746       2950       -0.0746           0.216         0.00488
2_1_floorplan         0       2310        0.0370           0.228         0.00248
5_1_grt         -0.0982       2950       -0.0982           0.219         0.00514
4_1_cts         -0.0719       3040       -0.0719           0.213         0.00502
3_3_place_gp      -8.27       2850        -0.595           0.311         0.00275
[what timing repair did]
| action | CTS | global route |
|---|---|---|
| hold buffers | 0 | 0 |
| endpoints found under the setup margin | 42 | 19 |
| pin swaps | 1 | 0 |
| buffers inserted | 1 | 0 |
| gates resized | 143 | 18 |
[power breakdown]
group | switching (W) | internal [W]
combinational | 0.000191 | 0.000328
clock | 0.000793 | 0.00145
sequential | 0.0000518 | 0.00206
[path summary, 6_finish.rpt]
check                           end  slack [ns]  depth (start not counted)
hold reg to reg            resp_got        0.32                          0
hold / removal            prev_cs_n        0.22                          1
max in group clk1  wbm_dat_i_reg[4]        0.12                          2
min in group clk1          cmnd_got        0.32                          0
setup reg to reg       cmnd_got_reg        0.11                          4
setup / recovery            epb_rdy       -0.07                          3
Power and IR drop assume default switching activity.
