### flow/run.sh
#!/bin/bash
# OpenROAD 26Q1-2900-gdf79404cd8, Yosys 0.63+post, stock flow scripts
make -C /OpenROAD-flow-scripts/flow DESIGN_CONFIG=/design/flow/config.mk WORK_HOME=/design/flow/orfs finish
### flow/design.v
module epb_opb_bridge(
    sys_reset,
    epb_data_oe_n,
    epb_cs_n, epb_r_w_n, epb_be_n, 
    epb_oe_n,
    epb_addr, epb_addr_gp,
    epb_data_i, epb_data_o,
    epb_rdy,
    epb_rdy_oe,
    opb_clk,
    opb_rst,
    m_request,
    m_buslock,
    m_select,
    m_rnw,
    m_be,
    m_seqaddr,
    m_dbus,
    m_abus,
    opb_mgrant,
    opb_xferack,
    opb_errack,
    opb_retry,
    opb_timeout,
    opb_dbus
  );
  input  sys_reset;
  output epb_data_oe_n;
  input  epb_cs_n, epb_oe_n, epb_r_w_n;
  input   [1:0] epb_be_n;
  input  [22:0] epb_addr;
  input   [5:0] epb_addr_gp;
  input  [15:0] epb_data_i;
  output [15:0] epb_data_o;
  output epb_rdy;
  output epb_rdy_oe;
  input  opb_clk, opb_rst;
  output m_request;
  output m_buslock;
  output m_select;
  output m_rnw;
  output [0:3]  m_be;
  output m_seqaddr;
  output [0:31] m_dbus;
  output [0:31] m_abus;
  input  opb_mgrant;
  input  opb_xferack;
  input  opb_errack;
  input  opb_retry;
  input  opb_timeout;
  input  [0:31] opb_dbus;
  reg  epb_cs_n_reg, epb_oe_n_reg, epb_r_w_n_reg;
  reg   [1:0] epb_be_n_reg;
  reg  [22:0] epb_addr_reg;
  reg   [5:0] epb_addr_gp_reg;
  reg  [15:0] epb_data_i_reg;
  (* maxdelay = "4.0 ns" *) wire epb_cs_n_int;
  always @(posedge opb_clk) begin
    epb_cs_n_reg    <= epb_cs_n_int;
    epb_oe_n_reg    <= epb_oe_n;
    epb_r_w_n_reg   <= epb_r_w_n;
    epb_be_n_reg    <= epb_be_n;
    epb_addr_reg    <= epb_addr;
    epb_addr_gp_reg <= epb_addr_gp;
    epb_data_i_reg  <= epb_data_i;
  end
  assign epb_cs_n_int = epb_cs_n;
  reg prev_cs_n;
  always @(posedge opb_clk) begin 
    prev_cs_n <= epb_cs_n_reg;
  end
  wire epb_trans_strb = (prev_cs_n && !epb_cs_n_reg);
  wire epb_trans      = !epb_cs_n_reg;
  wire opb_reply      = opb_xferack | opb_errack | opb_timeout | opb_retry;
  assign epb_data_oe_n = (!epb_r_w_n_reg) | (!epb_trans) | epb_oe_n_reg;  
  assign m_request = 1'b1;
  assign m_buslock = 1'b1;
  assign m_seqaddr = 1'b0;  
  reg m_rnw;
  reg [0:31] m_abus;
  reg [0:3 ] m_be;
  reg [0:31] m_dbus;
  always @(*) begin
    if (!m_select) begin
      m_rnw  <= 1'b0;
      m_abus <= 32'b0;
      m_be   <= 4'b0;
      m_dbus <= 32'b0;
    end else begin
      m_rnw  <= epb_r_w_n_reg;
      m_abus <= {5'b0, epb_addr_gp_reg[2:0], epb_addr_reg[22:1], 2'b0};  
      if (epb_addr_reg[0]) begin
        if (epb_r_w_n_reg) begin
          m_be   <= {2'b0, 2'b11};
          m_dbus <= 32'b0;
        end else begin
          m_be   <= {2'b0, !epb_be_n_reg[1], !epb_be_n_reg[0]};
          m_dbus <= {16'b0, epb_data_i_reg};
        end
      end else begin
        if (epb_r_w_n_reg) begin
          m_be   <= {2'b11, 2'b00};
          m_dbus <= 32'b0;
        end else begin
          m_be   <= {!epb_be_n_reg[1], !epb_be_n_reg[0], 2'b00};
          m_dbus <= {epb_data_i_reg, 16'b0};
        end
      end
    end
  end
  reg opb_state;
  localparam opb_state_idle = 1'd0; 
  localparam opb_state_wait = 1'd1; 
  reg m_select_reg;
  assign m_select = m_select_reg || (opb_state == opb_state_idle && epb_trans_strb);
  wire         epb_rdy_int = opb_state == opb_state_wait && opb_reply;
  wire [15:0] epb_data_int = epb_addr_reg[0] ? opb_dbus[16:31] : opb_dbus[0:15];
  reg [10:0] timeout_counter;
  reg opb_state_z;
  wire bus_timeout = timeout_counter[10:8] == 3'b111;
  always @(posedge opb_clk) begin
    timeout_counter <= timeout_counter + 1;
    opb_state_z <= opb_state;
    if (opb_rst | sys_reset) begin
      m_select_reg <= 1'b0;
      opb_state    <= opb_state_idle;
    end else begin
      case (opb_state)
        opb_state_idle: begin
          if (epb_trans_strb) begin
            m_select_reg    <= 1'b1;
            opb_state       <= opb_state_wait;
            timeout_counter <= 0;
          end
        end
        opb_state_wait: begin
          if (bus_timeout) begin
            m_select_reg <= 1'b0;
            opb_state    <= opb_state_idle;
          end
          if (opb_reply) begin
            m_select_reg <= 1'b0;
            opb_state    <= opb_state_idle;
          end
        end
      endcase
    end
  end
  reg [15:0] epb_data_o_reg;
  reg epb_rdy_reg;
  always @(posedge opb_clk) begin
    epb_data_o_reg <= 16'hc0de;
    if (bus_timeout && opb_state == opb_state_wait)
      epb_data_o_reg <= 16'hdead;
    if (epb_rdy_int)
      epb_data_o_reg <= epb_data_int;
  end
  always @(posedge opb_clk) begin
    if (epb_cs_n_int) begin
      epb_rdy_reg <= 1'b0;
    end else begin
      epb_rdy_reg <= epb_rdy_reg | (opb_state == opb_state_wait && (bus_timeout || opb_reply));
    end
  end
  reg [15:0] epb_data_o;
  reg epb_rdy;
  always @(negedge opb_clk) begin
    epb_data_o <= epb_data_o_reg;
    epb_rdy <= epb_rdy_reg;
  end
  assign epb_rdy_oe = !epb_cs_n_int;
endmodule
### flow/constraint.sdc
current_design epb_opb_bridge

set clk_period 2.7
set clk_io_pct 0.2

create_clock -name clk0 -period $clk_period [get_ports {opb_clk}]

set non_clock_inputs [all_inputs -no_clocks]
set_input_delay [expr $clk_period * $clk_io_pct] -clock clk0 $non_clock_inputs
set_output_delay [expr $clk_period * $clk_io_pct] -clock clk0 [all_outputs]
### flow/config.mk
export PLATFORM = sky130hd
export DESIGN_NAME = epb_opb_bridge
export DESIGN_NICKNAME = epb_opb_bridge
export VERILOG_FILES = /design/flow/design.v
export SDC_FILE = /design/flow/constraint.sdc
export NUM_CORES = 4
export LEC_CHECK = 1
export CORE_UTILIZATION = 30
==> Slide: Implementation Results <==
Physical Implementation Snapshot

Floorplanning
  – Std-Cell Rows: 36
  – Initial standard-cell utilization of the core: 0.313
  – Floorplan core area: just under 10000 um^2
  – Die H: around 100 um
  – Die X-Extent: around 100 um
  – Overall chip area: about 11000 um^2
  – I/O pin total: approximately 180

Synth
  – Cells in synth_stat.txt: around 290
  – Number of instances in the synthesized netlist: about 300
  – Seq/Total Area, Yosys: 0.616
  – Number of synthesized register bits: around 95
  – Number of distinct library cells after synthesis: 36
  – Chip Area, Yosys: around 3000 um^2
  – Number of warning messages in the yosys log: 1
  – Mean instance size in the synthesized netlist: 10.5 um^2
  – Post-Synthesis Cell Area: 3090 um^2

Final timing
  – Number of hold violations in the final report: 0
  – Worst path setup slack after routing: about 14 ps
  – Final setup violation count: 0
  – Final Max Tran Viols: 0
  – Slew HR: 0.619
  – Worst Max-Slew Pin Slew: 567 ps
  – Setup repair after global routing missed its margin: yes
  – Post-route clock skew: 42.7 ps

Clock network
  – Clock tree from TritonCTS: built
  – Max clock buf depth: 2
  – Clock-pin slew on the worst setup and hold paths: ~90 ps
  – Maximum level of the CTS H-tree: 3
  – Clock insertion delay at the later pin of the skew report: 400 ps
  – Number of clock sinks seen by CTS: 95
  – Clk Tree Root Cell: sky130_fd_sc_hd__clkbuf_8
  – Clock buffer count from CTS: 9
  – Count of hold buffers inserted by post-cts repair: 0

Min path
  – Count of cells along the worst hold path: 0
  – Hold crit path type: flop to flop

Global route
  – First-pass GRT wire length: between 10000 and 15000 um
  – Met2 Usage GRT: 0.202
  – Most congested layer reported by global routing: met2
  – Initial antenna violation count: 0
  – Routing usage on met3: 0.0492
  – Fraction of met1 tracks used by global routing: 0.164
  – Total routing resource utilization after global routing: 0.125
  – Maximum number of pins on one net before global-route repair: 24
  – Grt ovf: 0
  – Number of global-route vias before repair: 2158

Pwr
  – Part of the total power dissipated in sequential elements: 0.529
  – Clk pwr share: 0.341
  – Comb pwr share: 0.130
  – Internal power consumption: around 2.2 mW
  – Post-route total power: between 2 and 3 mW
  – Worst vdd rail ir drop: between 300 and 400 uV
  – Power density relative to cell area: slightly below 600 nW/um^2
  – Net Sw Power: ~760 uW
  – Switching portion of total power: 0.258
  – Static Leakage: 2.08 nW

Critical path
  – Required time of the critical path: ~2200 ps
  – Max FO, Critical Path: 1
  – Total stage count of the critical path: 1
  – R2R depth: 0
  – Buffers & Inverters on Critical Path: 1
  – Delay contributed by the slowest stage of the critical path: around 300 ps
  – Worst path slowest cell: sky130_fd_sc_hd__dfxtp_2
  – Kind of critical path: flop to output port
  – CP Cell Sequence: buf_2
  – Data arrival time of the worst path: roughly 2200 ps
  – Kind of cell adding the most delay to the critical path: flip-flops
  – CP endpoint kind: output port
  – Critical path launch point type: flop

Layout
  – Proportion of layout cells with a drive suffix above 1: 0.103
  – Combined flip-flop and latch cell area: 1900 um^2
  – Non-Filler Cell Area, Final: between 5000 and 6000 um^2
  – Combined area of the multi-input logic cells: around 1100 um^2
  – Most common library cell in the layout ignoring fill and taps: sky130_fd_sc_hd__clkdlybuf4s50_1
  – Layout area overhead: 64.6%
  – Most frequently placed logic cells in the final layout: sky130_fd_sc_hd__clkdlybuf4s50_1 (150), sky130_fd_sc_hd__dfxtp_1 (93), sky130_fd_sc_hd__nor2_1 (44), sky130_fd_sc_hd__inv_1 (21), sky130_fd_sc_hd__nor2b_1 (21)
  – Number of standard cells in the layout, taps in and fillers out: between 600 and 700
  – Number of flip-flops in the largest register: 32
  – Count of filler cells inserted in the layout: just under 900

Detailed routing
  – 1st-pass router iterations: 4
  – First-iteration detailed-routing DRC count: around 60
  – Routed Antenna Nets: 0
  – Post-detailed-routing wire length: 7190 um
  – Average wire length per cell after detail routing: between 10 and 15 um
  – DR DRC count: 0
  – Diode insertion count for antenna repair: 0
  – Post-detailed-route via-to-cell ratio: 4.05
  – Via count of the routed design: between 2k and 3k

Place
  – Worst setup timing slack at the placement stage: about 56 ps
  – Cell area reported after detailed placement: 4870 um^2
  – Number of port buffers: between 150 and 200
  – DP Wirelength: 5310 um
  – Global placer's final weighted congestion: 0.744
  – Number of placed instances with taps included: 585

Run status
  – Status: complete, no violations

Run
  – Log Warnings: roughly 48
  – Max-cap violations: 0
[routing by layer]
metal	wire, um	part of all wire	vias to the layer above
li1	-	-	1311
met1	3020	0.42	1085
met2	3340	0.47	101
met3	724	0.10	10
met4	103	0.014	0
met5	0	0	-
[final timing paths]
path / startpoint / to / slack [ps]
max reg2reg: epb_rdy_reg$_SDFF_PP0_ / epb_rdy$_DFF_N_ / 950
min reg2reg: epb_cs_n_reg$_DFF_P_ / prev_cs_n$_DFF_P_ / 430
max: epb_data_o[4]$_DFF_N_ / epb_data_o[4] / 10
min: epb_cs_n_reg$_DFF_P_ / prev_cs_n$_DFF_P_ / 430
[kinds of logic (layout without fill, tap and decap cells)]
kind of cell,after synthesis,after routing,share of synthesized area
buffers and inverters,25,209,0.0450
muxes,13,13,0.0421
DFF,95,95,0.616
adders and majority gates,1,1,0.00405
other,2,10,0.00243
xor gates and xnor gates,3,3,0.00851
AOI/OAI and AO/OA,29,29,0.0567
and+or+nand+nor,125,126,0.225
[synthesized netlist by cell type]
cell / count / area (um^2)
sky130_fd_sc_hd__a211oi_1: 3 / 22.5
sky130_fd_sc_hd__a21bo_1: 1 / 10.0
sky130_fd_sc_hd__a21oi_1: 14 / 70.1
sky130_fd_sc_hd__and2_4: 1 / 8.76
sky130_fd_sc_hd__and2b_1: 11 / 82.6
sky130_fd_sc_hd__buf_2: 6 / 30.0
sky130_fd_sc_hd__buf_4: 10 / 75.1
sky130_fd_sc_hd__clkbuf_1: 4 / 15.0
sky130_fd_sc_hd__conb_1: 2 / 7.51
sky130_fd_sc_hd__dfxtp_1: 95 / 1900
sky130_fd_sc_hd__ha_1: 1 / 12.5
sky130_fd_sc_hd__inv_1: 5 / 18.8
sky130_fd_sc_hd__mux2i_1: 13 / 130
sky130_fd_sc_hd__nand2_1: 10 / 37.5
sky130_fd_sc_hd__nand2b_1: 16 / 100
sky130_fd_sc_hd__nand3_1: 6 / 30.0
sky130_fd_sc_hd__nand4_1: 1 / 6.26
sky130_fd_sc_hd__nand4_2: 1 / 12.5
sky130_fd_sc_hd__nor2_1: 44 / 165
sky130_fd_sc_hd__nor2_2: 1 / 6.26
sky130_fd_sc_hd__nor2_4: 1 / 11.3
sky130_fd_sc_hd__nor2b_1: 21 / 131
sky130_fd_sc_hd__nor3b_1: 1 / 7.51
sky130_fd_sc_hd__nor3b_4: 1 / 18.8
sky130_fd_sc_hd__nor4_2: 1 / 12.5
sky130_fd_sc_hd__o21ai_0: 6 / 30.0
sky130_fd_sc_hd__o21ai_2: 1 / 8.76
sky130_fd_sc_hd__o21bai_2: 1 / 11.3
sky130_fd_sc_hd__o31ai_1: 3 / 22.5
sky130_fd_sc_hd__or2_2: 1 / 6.26
sky130_fd_sc_hd__or3_1: 2 / 12.5
sky130_fd_sc_hd__or3_2: 1 / 7.51
sky130_fd_sc_hd__or3b_1: 1 / 8.76
sky130_fd_sc_hd__or4_1: 4 / 30.0
sky130_fd_sc_hd__xnor2_1: 1 / 8.76
sky130_fd_sc_hd__xor2_1: 2 / 17.5
[metrics by stage]
stage / hold slack [ps] / util / TNS (ps)
detailed placement: 421 / 0.493 / 0
global placement: 426 / 0.493 / 0
CTS: 437 / 0.512 / -4.45
global route: 451 / 0.515 / -297
finish: 434 / 0.515 / 0
floorplan: 391 / - / 0
[repair_timing]
| action | in CTS | in global routing |
|---|---|---|
| endpoints found under the setup margin | 33 | 40 |
| resized | 53 | 2 |
| gates cloned | 0 | 1 |
| pin swaps | 0 | 2 |
| setup buffers | 0 | 1 |
[cell type report]
class / instances / share of cell area
Inverter: 4 / 0.00295
Clock buffer: 10 / 0.0293
Clock inverter: 23 / 0.0229
Tap cell: 133 / 0.0327
Timing Repair Buffer: 172 / 0.322
Sequential cell: 95 / 0.375
Multi-Input combinational cell: 182 / 0.216
[power groups by stage]
| stage | clock, mW | sequential, mW | combinational, mW |
|---|---|---|---|
| finish | 1.01 | 1.57 | 0.385 |
| global route | 1.14 | 1.58 | 0.428 |
| CTS | 1.05 | 1.57 | 0.383 |
Power figures rest on the tool's default switching activity, not on a simulated workload.
